`flow/run.sh`:
```
#!/bin/bash
# OpenROAD 26Q1-2900-gdf79404cd8, Yosys 0.63+post, stock flow scripts
make -C /OpenROAD-flow-scripts/flow DESIGN_CONFIG=/design/flow/config.mk WORK_HOME=/design/flow/orfs finish
```
`flow/constraint.sdc`:
```
current_design reg_file

set clk_period 3.7
set clk_io_pct 0.2

create_clock -name clk0 -period $clk_period [get_ports {clk}]

set non_clock_inputs [all_inputs -no_clocks]
set_input_delay [expr $clk_period * $clk_io_pct] -clock clk0 $non_clock_inputs
set_output_delay [expr $clk_period * $clk_io_pct] -clock clk0 [all_outputs]
```
`flow/design.v`:
```
module reg_file (
    input wire clk,
    input wire rst,
    input wire [2:0] read_addr_0,
    input wire [2:0] read_addr_1,
    output wire [15:0] read_data_0,
    output wire [15:0] read_data_1,
    input wire reg_write_en,            
    input wire [1:0] write_mode,        
    input wire [2:0] reg_write_addr_0,  
    input wire [2:0] reg_write_addr_1,  
    input wire [15:0] data_in_0,        
    input wire [15:0] data_in_1         
);
  reg [15:0] registers[0:7];
  always @(posedge clk or posedge rst) begin
    if (rst) begin
      registers[0] <= 16'b0;
      registers[1] <= 16'b0;
      registers[2] <= 16'b0;
      registers[3] <= 16'b0;
      registers[4] <= 16'b0;
      registers[5] <= 16'b0;
      registers[6] <= 16'b0;
      registers[7] <= 16'b0;
    end
   else if (reg_write_en) begin
        case (write_mode)
            2'b01: registers[reg_write_addr_0] <= data_in_0;
            2'b11: begin
                registers[reg_write_addr_0] <= data_in_0; 
                registers[reg_write_addr_1] <= data_in_1; 
            end
            default: begin
            end 
        endcase
    end
  end
  assign read_data_0 = registers[read_addr_0];
  assign read_data_1 = registers[read_addr_1];
endmodule
```
`flow/config.mk`:
```
export PLATFORM = sky130hd
export DESIGN_NAME = reg_file
export DESIGN_NICKNAME = reg_file
export VERILOG_FILES = /design/flow/design.v
export SDC_FILE = /design/flow/constraint.sdc
export NUM_CORES = 4
export LEC_CHECK = 1
export CORE_UTILIZATION = 50
```
==> out/results.tsv <==
metric	value	unit
number of cells in Yosys stat	932	
Largest register FFs	128	
Buffers on Ports	80	
Max FO, Critical Path	25	
Hold Path Origin	registers[7][13]$_DFFE_PP0P_	
Reg-to-Reg End	registers[0][7]$_DFFE_PP0P_	
Setup TNS Final	0	ns
EDFF count, synth	0	
flops & latches, synth	128	
CTS tree	done	
DP Area	9409	um^2
clock-pin transition on the worst setup and hold timing paths	0.06	ns
drt wl/cell	28.32	um
post-route DRC violation count	0	
area occupied by registers	3203	um^2
Worst EP required	2.96	ns
leakage	4.106	nW
CTS root buffer	clkbuf_16	
first-pass GRT wire length	51.03	mm
top flop regs	registers: 128 flops	
yosys warns	2	
Biggest register	registers	
Hold Crit Class	reg2reg	
Core ar.	16000	um^2
drt initial violations	971	
DIE AREA	17020	um^2
logic area	4607	um^2
GRT Total Usage	43.47	%
Area growth, synth to finish	21.78	%
Slew Viols, Final	0	
fin crit period	3.577	ns
Syn Inst Count	932	
# H-tree levels	4	
reg2reg setup slack	2.76	ns
via count	8835	
VDD IR-drop max	0.4240	mV
TritonRoute pass-1 iters	6	
Seq/Total Area, Yosys	38.82	%
Die Ht	130.5	um
Hold Vio Cnt, Final	0	
total CTS buffers	17	
Main synth FF type	dfrtp_1	
final core occ	62.79	%
Yosys chip area	8250	um^2
reg2reg start	registers[0][7]$_DFFE_PP0P_	
critical path type	in2out	
antenna-violating nets left	0	
arrival time worst endpoint	2.84	ns
Final HPWL DP	21.51	mm
hold buffers post-CTS	0	
largest net degree at the start of global routing	66	
Std-Cell Rows	46	
Final Cell Area	10050	um^2
worst slew pin tran	0.8268	ns
clk_skew	0	ns
Power Dens Cells	498.7	nW/um^2
DIE WIDTH	130.5	um
hold depth	1	
Netlist Area Pre-Place	8250	um^2
Peak Freq	279.6	MHz
WL final	34.60	mm
Hold EP	registers[7][13]$_DFFE_PP0P_	
GPL Wtd Cong	0.9420	
share of layout cells above drive strength 1	12.75	%
clock sinks	128	
tool warning count	26	
initial antenna violation count	2	
vias in the first global route	8540	
most frequent logic cell in the layout	nor2_1	
Setup violations, final	0	
Fin Hold WS	0.5360	ns
Clock Tree Buf Depth	2	
CP startpoint kind	input pin	
GR Overflow Total	0	
FILL cells	1277	
Post-synth ARST share	100.0	%
IO Pins	81	
Slew Limit Headroom	44.88	%
Synth Area per Inst	8.852	um^2
Cell Type Count	35	
DR vias/cell	7.230	
R2R depth	1	
Post-CTS Resized	0	
most instantiated logic cells after routing	nor2_1, a221o_1, dfrtp_1	
final period utilization	96.67	%
max-cap violations	0	
status	finished, final reports clean	
endpoint type of the worst setup path	primary output	
starting density of the core	51.56	%
unrepaired setup endpoints after global routing	no	
Post-CTS Setup Inserts	0	
clock latency (worst-skew pair)	0.42	ns
-- Yosys cell counts, drive strengths merged (7+ instances only) --
cell	number	share of area, %
a311oi	12	1.3
clkbuf	79	3.6
mux2	21	2.9
a221oi	11	1.2
o21ai	12	0.73
a221o	128	16
buf	20	1.1
nand3	41	2.5
nor3	64	3.9
a211oi	7	0.64
nand2	45	2.0
o22ai	7	0.53
nor2b	33	2.5
o22a	28	3.0
o32ai	13	1.4
dfrtp	128	39
and3	19	1.4
inv	17	0.77
a21oi	34	2.1
nor2	144	6.6
a22oi	15	1.4
mux2i	26	3.2
-- report_power, final --
| group | internal (mW) | switching (mW) | total (mW) |
|---|---|---|---|
| clock | 1.14 | 0.663 | 1.80 |
| combinational | 0.672 | 0.533 | 1.20 |
| sequential | 1.70 | 0.302 | 2.01 |
-- routing by layer --
layer  wire length (um)  GRT usage, %  up-vias
met5                  0             0        -
met4               2165         22.11        0
met3               4769         18.03      172
met2              14970         63.64      726
met1              12690         56.73     4216
li1                   -             -     3721
-- worst max-delay path, stage by stage --
cell and delay, ns:
clkdlybuf4s50_1 0.57, buf_4 0.33, nand2_1 0.26, o22ai_1 0.23, o22a_1 0.21, clkdlybuf4s50_1 0.49
-- kinds of logic (layout without fill, tap and decap cells) --
family / after synthesis / in the layout / synth area share [%]
AND-OR/OR-AND: 274 / 274 / 28.56
buffers and inverters: 116 / 188 / 5.459
multiplexers: 50 / 50 / 6.840
flip-flops: 128 / 128 / 38.82
AND/OR/NAND/NOR: 364 / 364 / 20.32
other: 0 / 2 / 0
-- final cells by class --
| cell class | instances | share of cell area [%] |
|---|---|---|
| Multi-Input combinational cell | 688 | 45.85 |
| Sequential cell | 128 | 31.88 |
| Timing Repair Buffer | 139 | 12.55 |
| Clock buffer | 21 | 4.782 |
| Tap cell | 216 | 2.690 |
| Clock inverter | 11 | 1.519 |
| Inverter | 17 | 0.6725 |
| Antenna cell | 2 | 0.04981 |
-- worst max path at each step --
| stage | slack, ns | startpoint | to | cells after the start |
|---|---|---|---|---|
| after global routing | 0.08 | read_addr_1[2] | read_data_1[15] | 6 |
| final | 0.12 | read_addr_1[2] | read_data_1[12] | 6 |
| after CTS | 0.18 | read_addr_1[2] | read_data_1[12] | 6 |
-- through the flow --
stage	cells	total power [mW]	worst slack, ns
after detailed placement	1188	3.191	0.1952
after floorplan	932	2.647	0.9977
after global placement	1188	3.171	0.2179
after global routing	1221	5.192	0.08293
after CTS	1220	4.980	0.1821
final	1222	5.010	0.1231
Power and IR drop assume default switching activity.
