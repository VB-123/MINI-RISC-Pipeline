## ./run.sh

```bash
#!/bin/bash
# OpenROAD 26Q1-2900-gdf79404cd8, Yosys 0.63+post, stock flow scripts
make -C /OpenROAD-flow-scripts/flow DESIGN_CONFIG=/design/flow/config.mk WORK_HOME=/design/flow/orfs finish
```

## ./config.mk

```make
export PLATFORM = sky130hd
export DESIGN_NAME = HAZARD_Unit
export DESIGN_NICKNAME = HAZARD_Unit
export VERILOG_FILES = /design/flow/design.v
export SDC_FILE = /design/flow/constraint.sdc
export NUM_CORES = 4
export LEC_CHECK = 1
export CORE_AREA = 10 10 70 70
export DIE_AREA = 0 0 80 80
```

## ./constraint.sdc

```tcl
current_design HAZARD_Unit

set clk_period 1.0
set clk_io_pct 0.2

create_clock -name clk0 -period $clk_period

set non_clock_inputs [all_inputs -no_clocks]
set_input_delay [expr $clk_period * $clk_io_pct] -clock clk0 $non_clock_inputs
set_output_delay [expr $clk_period * $clk_io_pct] -clock clk0 [all_outputs]
```

## ./design.v

```verilog
`timescale 1ps/1ps
module HAZARD_Unit(
  input wire clk,                          
  input wire alu_en_in,                       
  input wire [4:0] opcode_D,               
  input wire [4:0] opcode_E,               
  input wire [4:0] opcode_W,
  input wire [2:0] rd_D,                   
  input wire [2:0] source_reg1_D,          
  input wire [2:0] source_reg2_D,          
  input wire [2:0] rd_E,                   
  input wire [2:0] source_reg1_E,          
  input wire [2:0] source_reg2_E,          
  input wire [2:0] rd_W,                   
  input wire [2:0] source_reg1_W,          
  input wire [2:0] source_reg2_W,          
  input wire mem_read_E,                   
  input wire branch_en,                       
  input wire jump_hzd,                     
  input wire reg_write_D, 
  input wire reg_write_E,                  
  input wire reg_write_W,                  
  output reg stall_F,                      
  output reg stall_D,                      
  output reg stall_E,                      
  output reg flush_F,                      
  output reg flush_D,                      
  output reg flush_E,                      
  output reg [1:0] forward_A,              
  output reg [1:0] forward_B,               
  output reg forward_decode_A,   
  output reg forward_decode_B,   
  output reg alu_en_out
);
  always @(*) begin
    forward_A = 2'b00;
    forward_B = 2'b00;
    forward_decode_A = 1'b0;
    forward_decode_B = 1'b0;
    if (reg_write_W) begin
      if (rd_W == source_reg1_E) begin
        forward_A = 2'b10;
      end
      if (rd_W == source_reg2_E) begin
        forward_B = 2'b10;
      end
      if (rd_W == source_reg1_D) begin
        forward_decode_A = 1'b1;  
      end
      if (rd_W == source_reg2_D) begin
        forward_decode_B = 1'b1;  
      end
      if (reg_write_W && (opcode_D == 5'b10100) && (rd_W == source_reg1_D)) begin
        forward_decode_A = 1'b1;   
      end
    end
  end
  wire raw_hazard;
  wire lbh_lbl_hazard;              
  assign lbh_lbl_hazard = (
    ((opcode_E == 5'b10111 || opcode_E == 5'b10110)) && 
    (reg_write_E) && 
    ((rd_E == source_reg1_D) || (rd_E == source_reg2_D))
  );
  assign raw_hazard = reg_write_E && reg_write_W &&
                  ((rd_E == source_reg1_D) || (rd_E == source_reg2_D));
  wire control_hazard;
  assign control_hazard = branch_en && ((opcode_W == 5'b01111) || (opcode_W == 5'b10001));
  always @(*) begin
    stall_F = 1'b0;
    stall_D = 1'b0;
    stall_E = 1'b0;
    flush_F = 1'b0;
    flush_D = 1'b0;
    flush_E = 1'b0;
    alu_en_out = 1'b0; 
    if (branch_en) begin
        flush_F = 1'b1;
        flush_D = 1'b1;
        stall_F = 1'b1;  
        stall_D = 1'b1; 
        stall_E = 1'b1; 
        alu_en_out = 1'b0;
    end
  end
endmodule
```

==> changes_impl.md <==
### Physical design

- Crit path largest cell delay: 180 ps
- Final Hold Violation Tally: 0
- Port Buffers: 20
- Met2 WL: roughly 450 µm
- Final WL: between 800 and 900 µm
- Startpoint types: input port
- Antenna Cells: 0
- Drt drc: 0
- Synth Instances: 29
- Initial DRC Count: 2
- Post-CTS setup buffer count: 0
- Required time of the worst setup path: roughly 800 ps
- Total iterations of the first detailed-routing run: 2
- Fin crit period: about 970 ps
- Post-synth seq share: 0
- Power per cell area: between 300 and 400 mW/mm²
- Main area contributors: xnor2_1, buf_4, and4_1
- Leakage: 0.000193 µW
- Largest net degree at the start of global routing: 6
- GRT Overall Usage: 0.0242
- Final setup violating endpoints: 0
- Area fraction in mux cells: 0
- NetSw: a little under 50 µW
- # clk buffers: 0
- WL met3: approximately 150 µm
- Switching Share: 0.350
- Int Power: around 90 µW
- Area leader share: 0.464
- Worst-path cell chain: buf_4 -> xnor2_2 -> and4_1 -> buf_2
- Simple-Gate Area Share: 0.155
- Fp util: 0.0663
- Mapped cell area: ~230 µm²
- First-pass GRT wire length: between 1 and 1.5 mm
- F_max: around 1000 MHz
- Synth Warn #: 1
- Vias/cell: between 2 and 2.5
- CTS Hold Bufs: 0
- RD Place Congestion: about 0.67
- Area delta synth->final: 76.8%
- Syn Area/Cell: just under 8 µm²
- Dominant comb cell: XOR/XNOR gates
- IR drop worst, VDD: 37.9 µV
- Tool warnings: about 66
- CP endpoint kind: output port
- Synth top cell by count: xnor2_1
- Total power after layout: between 100 and 150 µW
- Final period utilization: 0.968
- Hold/Removal Path Class: in2out
- Initial antenna violation count: 0
- Xor/xnor share of the synthesized area: 0.464
- Synth Area in Compound Gates: 0
- Die area: 0.00640 mm²
- RSZ-0062 raised after global routing: true
- Dominant cell type by area after synthesis: xnor2_1
- Yosys stat area: 226 µm²
- CP Data Arrival Time: between 700 and 800 ps
- Fraction of layout cells with a size suffix above 1: 0.675
- Slew Limit Fails: 0
- Number of global-route vias before repair: 236
- Met1 Wirelength: between 200 and 250 µm
- WS Path Type: in2out
- Routed WL per cell: slightly below 10 µm
- IO Pins: 63
- Die Y: 80 µm
- Flops: 0
- Detail Placement HPWL: 785 µm
- Maxcap violations: 0
- Clk pwr share: 0
- Comb pwr share: 1.000
- Core area: 0.00342 mm²
- Ys cells: 29
- Adder share: 0
- Top cells by count: xnor2_1, buf_4, and4_1
- Flop pwr share: 0
- Via count: around 210
- Die width: ~80 µm
- Largest fanout on the critical path: 4
- Detail Route Antenna Nets: 0
- FF/Latch Area: 0 µm²
- Top sig layer: met3
- Status: completed
- Overflow after GRT: 0
- Distinct lib cells used: 5
- Num rows: 21
- Worst path slowest cell: and4_1
- Setup_tns: 0 ps
==> power by group through the flow <==
stage	registers (µW)	logic, µW	clock network, µW
final	0	138	0
after global routing	0	154	0
after CTS	0	106	0
==> repair_timing <==
| action | 4_1_cts | 5_1_grt |
|---|---|---|
| resized | 64 | 18 |
| setup endpoints to repair | 4 | 4 |
| pin swaps | 14 | 8 |
==> per-stage QoR <==
step                      area (µm²)  worst slack (ps)    util  instances  hold WS [ps]
after detailed placement         413              -828   0.121         86           400
final                            400              31.8   0.117         86           400
after floorplan                  238               177       -         32           466
after CTS                        337              11.0  0.0985         86           400
after global routing             400             -37.0   0.117         86           400
after global placement           413              -821   0.121         86           400
==> layer usage <==
layer / vias to the layer above / track usage
met2: 13 / 0.0465
met4: 0 / 0
met3: 0 / 0.0148
li1: 101 / -
met5: - / 0
met1: 100 / 0.0224
==> area by class of cell <==
class	instances	area (µm²)
multi-input combinational	20	223
fill	406	3020
timing repair buffer	20	120
tap	46	57.6
==> worst max-delay path: cells and delay by family <==
kind / cells / cell delay (ps)
xor+xnor: 1 / 130
buf+inv: 2 / 260
simple gates: 1 / 180
==> cell usage in the layout (no fill, tap or decap) <==
cell	n
clkdlybuf4s15_1	1
xnor2_2	9
clkbuf_2	3
clkbuf_4	1
and4_1	4
buf_2	12
buf_4	1
xnor2_1	3
dlygate4sd2_1	1
buf_6	1
conb_1	4
==> final timing paths <==
| check | start | end | slack [ps] | cells past startpoint |
|---|---|---|---|---|
| max | rd_W[2] | forward_A[1] | 30 | 4 |
| min | branch_en | flush_D | 400 | 0 |
==> kinds of logic (layout without fill, tap and decap cells) <==
kind of cell,Yosys count,in the layout
and+or+nand+nor,4,4
other,1,4
xor gates and xnor gates,12,12
buffers and inverters,12,20
Power and IR drop assume default switching activity.
